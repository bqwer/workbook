--- ./config.mk ---
export PLATFORM = sky130hd
export DESIGN_NAME = stopwatch
export DESIGN_NICKNAME = stopwatch
export VERILOG_FILES = /design/flow/design.v
export SDC_FILE = /design/flow/constraint.sdc
export NUM_CORES = 4
export LEC_CHECK = 1
export CORE_UTILIZATION = 40
--- ./constraint.sdc ---
current_design stopwatch

set clk_period 5.7
set clk_io_pct 0.2

create_clock -name clk0 -period $clk_period [get_ports {clk}]

set non_clock_inputs [all_inputs -no_clocks]
set_input_delay [expr $clk_period * $clk_io_pct] -clock clk0 $non_clock_inputs
set_output_delay [expr $clk_period * $clk_io_pct] -clock clk0 [all_outputs]
--- ./design.v ---
module stopwatch (
input start_stop,
input reset,
input clk,
output [6:0] hex0,   
output [6:0] hex1,   
output [6:0] hex2,   
output [6:0] hex3);  
reg [2:0] button_syncroniser;
      wire button_was_pressed;
always @(posedge clk) begin
   button_syncroniser[0] <= start_stop;
   button_syncroniser[1] <= button_syncroniser[0];
   button_syncroniser[2] <= button_syncroniser[1];
end
assign button_was_pressed = ~ button_syncroniser[2]
                            & button_syncroniser[1];
reg device_running;
reg [16:0] pulse_counter =  17'd0;
wire hundredth_of_second_passed =
       (pulse_counter ==  17'd259999);
always @(posedge clk or posedge reset) begin
   if (reset) pulse_counter <= 0;
   else if (  device_running |
              hundredth_of_second_passed)
       if (hundredth_of_second_passed)
              pulse_counter <= 0;
       else pulse_counter <= pulse_counter + 1;
      end
reg [3:0] hundredths_counter = 4'd0;
wire tenth_of_second_passed =
       ((hundredths_counter == 4'd9) &
         hundredth_of_second_passed);
always @(posedge clk or posedge reset) begin
   if (reset) hundredths_counter <= 0;
   else if (hundredth_of_second_passed)
       if (tenth_of_second_passed)
              hundredths_counter <= 0;
       else hundredths_counter <=
              hundredths_counter + 1;
      end
reg [3:0] tenths_counter =  4'd0;
wire second_passed = ((tenths_counter == 4'd9) &
                       tenth_of_second_passed);
always @(posedge clk or posedge reset) begin
   if (reset) tenths_counter <= 0;
   else if (tenth_of_second_passed)
       if (second_passed) tenths_counter <= 0;
       else tenths_counter <= tenths_counter + 1;
      end
reg [3:0] seconds_counter = 4'd0;
wire ten_seconds_passed =
       ((seconds_counter == 4'd9) &
         second_passed);
always @(posedge clk or posedge reset) begin
   if (reset) seconds_counter <= 0;
   else if (second_passed)
       if (ten_seconds_passed) seconds_counter <= 0;
       else seconds_counter <= seconds_counter + 1;
      end
reg [3:0] ten_seconds_counter = 4'd0;
always @(posedge clk or posedge reset) begin
   if (reset) ten_seconds_counter <= 0;
   else if (ten_seconds_passed)
       if (ten_seconds_counter == 4'd9)
              ten_seconds_counter <= 0;
       else ten_seconds_counter <=
              ten_seconds_counter + 1;
      end
reg [6:0] decoder_ten_seconds;
always @(*) begin
   case (ten_seconds_counter)
       4'd0:    decoder_ten_seconds <=  7'b0000001;
       4'd1:    decoder_ten_seconds <=  7'b1001111;
       4'd2:    decoder_ten_seconds <=  7'b0010010;
       4'd3:    decoder_ten_seconds <=  7'b0000110;
       4'd4:    decoder_ten_seconds <=  7'b1001100;
       4'd5:    decoder_ten_seconds <=  7'b0100100;
       4'd6:    decoder_ten_seconds <=  7'b0100000;
       4'd7:    decoder_ten_seconds <=  7'b0001111;
       4'd8:    decoder_ten_seconds <=  7'b0000000;
       4'd9:    decoder_ten_seconds <=  7'b0000100;
       default: decoder_ten_seconds <=  7'b1111111;
   endcase;
end
assign hex3 = decoder_ten_seconds;
reg [6:0] decoder_seconds;
always @(*) begin
   case (seconds_counter)
       4'd0:    decoder_seconds <=  7'b0000001;
       4'd1:    decoder_seconds <=  7'b1001111;
       4'd2:    decoder_seconds <=  7'b0010010;
       4'd3:    decoder_seconds <=  7'b0000110;
       4'd4:    decoder_seconds <=  7'b1001100;
       4'd5:    decoder_seconds <=  7'b0100100;
       4'd6:    decoder_seconds <=  7'b0100000;
       4'd7:    decoder_seconds <=  7'b0001111;
       4'd8:    decoder_seconds <=  7'b0000000;
       4'd9:    decoder_seconds <=  7'b0000100;
       default: decoder_seconds <=  7'b1111111;
   endcase;
end
assign hex2 = decoder_seconds;
reg [6:0] decoder_tenths;
always @(*) begin
   case (tenths_counter)
       4'd0:    decoder_tenths <= 7'b0000000;
       4'd1:    decoder_tenths <= 7'b1001111;
       4'd2:    decoder_tenths <= 7'b0010010;
       4'd3:    decoder_tenths <= 7'b0000110;
       4'd4:    decoder_tenths <= 7'b1001100;
       4'd5:    decoder_tenths <= 7'b0100100;
       4'd6:    decoder_tenths <= 7'b0100000;
       4'd7:    decoder_tenths <= 7'b0001111;
       4'd8:    decoder_tenths <= 7'b0000000;
       4'd9:    decoder_tenths <= 7'b0000100;
       default: decoder_tenths <= 7'b1111111;
   endcase;
end
assign hex1 = decoder_tenths;
reg [6:0] decoder_hundredths;
always @(*) begin
   case (hundredths_counter)
       4'd0:    decoder_hundredths <= 7'b0000000;
       4'd1:    decoder_hundredths <= 7'b1001111;
       4'd2:    decoder_hundredths <= 7'b0010010;
       4'd3:    decoder_hundredths <= 7'b0000110;
       4'd4:    decoder_hundredths <= 7'b1001100;
       4'd5:    decoder_hundredths <= 7'b0100100;
       4'd6:    decoder_hundredths <= 7'b0100000;
       4'd7:    decoder_hundredths <= 7'b0001111;
       4'd8:    decoder_hundredths <= 7'b0000000;
       4'd9:    decoder_hundredths <= 7'b0000100;
       default: decoder_hundredths <= 7'b1111111;
   endcase;
end
assign hex0 = decoder_hundredths;
endmodule
--- ./run.sh ---
#!/bin/bash
# OpenROAD 26Q1-2900-gdf79404cd8, Yosys 0.63+post, stock flow scripts
make -C /OpenROAD-flow-scripts/flow DESIGN_CONFIG=/design/flow/config.mk WORK_HOME=/design/flow/orfs finish
==> metrics.cfg <==
[global_routing]
grt-busiest-layer=met1
grt_max_degree=34
grt_overflow_total=0
grtUsageTotal=0.174
use_met1=0.283
use_met3=0.0373
grt_pass1_wl_um=8570
antenna_found_initial=0
use_met2=0.250
grt_pass1_vias=1843

[die]
die-height_um=79.4
initial_core_util=0.424
core.rowCount=27
chip_area_um2=6300
die_w_um=79.4
core_um2=5640
io_pins=31

[timing]
worst_pin_slew_ns=0.794
relSlewSlack=0.468
hold_viol=0
worst_clock_skew_ns=0.00317
tns_ns=0
rsz0062_at_grt=false
finalSetupViolCount=0
fin_crit_sh=0.586
fin_crit_ns=3.34
fmax_mhz=299
finalMaxSlewViolations=0

[pwr]
total_power_uw=402
p_leak_nw=1.18
ir_drop_v=0.0000803
p_per_area_nw_per_um2=142

[yosys]
postSynthAreaPerCell_um2=8.25
synth.cell_area_um2=2390
ys_ff=33
synth_cell_types=36
ys_cells=290
yosys_area_um2=2390
syn_inst=290
synth_seq_share=0.345
yosys_warnings=3

[worst_setup_path]
endpoint_kind=primary output
crit_chain=inv_1 -> ha_1 -> or2_2 -> a21oi_1 -> a31oi_1 -> clkdlybuf4s50_1
crit_end=hex0[3]
r2r_end=hundredths_counter[1]
required_ns=4.56
crit_type=reg2out
reg2regPathDepth=4
r2r_start=pulse_counter[5]
critical_path_arrival_ns=2.20
slowest_stage=clkdlybuf4s50_1
crit_start=hundredths_counter[1]
critical-path-max-stage-delay_ns=0.44
cp-start-kind=flop
cp_max_fo=6
worst-r2r-setup-slack_ns=3.27

[drt]
ant_nets=0
drt-pass1-iter-count=4
detail_route.iter0.violations=71
routedWlPerCell_um=12.9
routed_wl_um=5020
diodes=0
vias_per_cell=5.32
remaining_drc_errors=0
vias=2070

[cts]
cts_root_buf=clkbuf_8
cts_made_buffers=5
cts_resized=0
cts_tree=yes
cts-htree-levels=2
clkTransAtPathRegs_ns=0.06
cts-hold-fix-buffers=0
clk_path_buf_depth=2
clkLatencyLatePin_ns=0.28
cts_sinks=33
postCtsSetupRepairBufs=0

[finish]
lay_top_cells=nor2_1 (35), dfrtp_1 (33), nand2_1 (31)
final_area_um2=2820
n_fill_cell=557
syn2layout_area_growth_pct=17.8
layout.cells.most_common=nor2_1
layout-drive-gt1-share=0.0726

[place]
hpwl_um=3570
placed_cell_area_um2=2750
io_buffers=29
place.gp.congestion=0.828

[run]
tool_warnings=42
maxCapViolations=0

[min_path]
hold_path_class=reg2reg

[outcome]
status=complete, no violations

per-stage QoR:
step | instances | setup WS [ns] | utilization | hold slack [ns]
2_1_floorplan | 290 | 3.30 | - | 0.448
3_3_place_gp | 383 | 2.69 | 0.487 | 0.479
3_5_place_dp | 383 | 2.67 | 0.487 | 0.476
4_1_cts | 389 | 2.35 | 0.500 | 0.487
5_1_grt | 389 | 2.22 | 0.500 | 0.519
6_report | 389 | 2.36 | 0.500 | 0.483
worst max-delay path: cells and delay by family, from the launching register on:
kind	cells	cell delay, ns
flops	1	0.41
buf+inv	2	0.58
fa+ha+maj	1	0.28
simple gates	1	0.31
compound gates	2	0.34
kinds of logic (layout without fill, tap and decap cells):
family	Yosys count	in the layout	synth area share
compound gates	69	69	0.164
buf+inv	25	52	0.0397
mux	9	9	0.0408
fa+ha+maj	21	21	0.110
simple gates	123	123	0.265
xor+xnor	10	10	0.0366
flops	33	33	0.345
layer usage:
layer  vias to the layer above  part of all wire
met5                         -                 0
met4                         0             0.013
met3                         8             0.043
met2                        33              0.41
met1                       957              0.53
li1                       1072                 -
power by group:
| part | internal, mW | switching [mW] | total (mW) |
|---|---|---|---|
| sequential | 0.234 | 0 | 0.234 |
| clock | 0.0802 | 0.0815 | 0.162 |
| combinational | 0.00110 | 0.00462 | 0.00572 |
worst min-delay path by stage:
stage                       startpoint               end  slack (ns)  depth (start not counted)
final                 pulse_counter[0]  pulse_counter[0]        0.48                          1
after global routing  pulse_counter[0]  pulse_counter[0]        0.52                          1
after CTS             pulse_counter[0]  pulse_counter[0]        0.49                          1
synth_stat cells:
cell | n | area [µm²]
o311ai_0 | 1 | 8.76
or2_2 | 4 | 25.0
nor4_4 | 1 | 21.3
inv_1 | 16 | 60.1
and4_1 | 2 | 17.5
buf_2 | 1 | 5.00
o41ai_2 | 1 | 16.3
and3_1 | 2 | 12.5
nand2_1 | 31 | 116
or4_4 | 1 | 11.3
nor3_1 | 3 | 15.0
a21oi_1 | 25 | 125
dfrtp_1 | 33 | 826
a31oi_1 | 3 | 18.8
o211ai_1 | 6 | 45.0
nor3_2 | 2 | 20.0
mux2i_1 | 3 | 30.0
o31ai_1 | 3 | 22.5
nor2b_1 | 3 | 18.8
nand2b_1 | 4 | 25.0
nor4_1 | 1 | 6.26
or3_1 | 5 | 31.3
o21ai_0 | 29 | 145
a41o_1 | 1 | 10.0
nand3b_1 | 2 | 15.0
nand4_1 | 7 | 43.8
xnor2_1 | 6 | 52.6
or4b_4 | 1 | 13.8
clkbuf_1 | 8 | 30.0
mux2_2 | 6 | 67.6
xor2_1 | 4 | 35.0
or4_1 | 5 | 37.5
nand3_1 | 13 | 65.1
and2_1 | 1 | 6.26
ha_1 | 21 | 263
nor2_1 | 35 | 131
flip-flops by register name (all words and copies together) (netlist names):
register             count
hundredths_counter       4
pulse_counter           17
seconds_counter          4
ten_seconds_counter      4
tenths_counter           4
layout make-up:
type | instances | area (µm²) | area share
Sequential cell | 33 | 826 | 0.293
Multi-Input combinational cell | 232 | 1470 | 0.522
Timing Repair Buffer | 30 | 298 | 0.106
Clock inverter | 1 | 5.00 | 0.00177
Inverter | 16 | 60.1 | 0.0213
Tap cell | 72 | 90.1 | 0.0319
Clock buffer | 5 | 68.8 | 0.0244
Power and IR drop assume default switching activity.
